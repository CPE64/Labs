**design/flow/run.sh**
```bash
#!/bin/bash
# OpenROAD 26Q1-2900-gdf79404cd8, Yosys 0.63+post, stock flow scripts
make -C /OpenROAD-flow-scripts/flow DESIGN_CONFIG=/design/flow/config.mk WORK_HOME=/design/flow/orfs finish
```
**design/flow/config.mk**
```make
export PLATFORM = sky130hd
export DESIGN_NAME = Comparitor
export DESIGN_NICKNAME = Comparitor
export VERILOG_FILES = /design/flow/design.v
export SDC_FILE = /design/flow/constraint.sdc
export NUM_CORES = 4
export LEC_CHECK = 1
export CORE_AREA = 10 10 70 70
export DIE_AREA = 0 0 80 80
```
**design/flow/constraint.sdc**
```tcl
current_design Comparitor

set clk_period 1.8
set clk_io_pct 0.2

create_clock -name clk0 -period $clk_period

set non_clock_inputs [all_inputs -no_clocks]
set_input_delay [expr $clk_period * $clk_io_pct] -clock clk0 $non_clock_inputs
set_output_delay [expr $clk_period * $clk_io_pct] -clock clk0 [all_outputs]
```
**design/flow/design.v**
```verilog
module Comparitor(
  input     wire [3:0]    ComparisonReference,
  input     wire [3:0]    ComparisonInput,
  output    reg           G,E,L = 0
  );
always @(*)
  begin
    if(ComparisonReference >  ComparisonInput)
      begin
        G <= 1;
        E <= 0;
        L <= 0;
      end
    else if(ComparisonReference == ComparisonInput)
      begin
        G <= 0;
        E <= 1;
        L <= 0;
      end
    else
      begin
        G <= 0;
        E <= 0;
        L <= 1;
      end
  end
endmodule
```
==> summary.txt <==
The following summarizes the physical implementation.

STA
The smallest clock period supported by the final layout is computed as roughly 1700 ps. The worst hold margin is 1340 ps. Max-slew check failures listed in the final report amount to 0.

The max-slew headroom at the worst pin is 91.0%. The final tally of hold violations is 0. The post-route fraction of the period consumed by the critical path is 93.7%.

Setup total negative slack on the finished layout was measured at 0 ps. The highest clock rate is a little under 600 MHz. The final count of negative-setup-slack endpoints is 0. Setup repair after global routing left no endpoint under its margin. Looking at the max-slew report, the worst-margin pin has a slew of 133 ps.

Synth
The cell type with the largest total area after synthesis is sky130_fd_sc_hd__ha_1. The top cell type by area accounts for 47.1% of the synthesized area. The AND-OR/OR-AND share of the synthesized area is between 10 and 15%.

The average instance in the mapped netlist occupies 6.65 um2. The gate-level netlist out of Yosys references 8 unique cell types. Per the post-synthesis report, the number of cells in the design is 16.

Summing the areas of all xor and xnor instances in the mapped netlist gives 0% of the synthesized area. After synthesis the cells add up to 106 um2. The share of synthesized area spent on multiplexers is 0%. Per the synthesis report, the adder-cell share of the synthesized area is 47.1%. The main area contributors are sky130_fd_sc_hd__ha_1 47%, sky130_fd_sc_hd__inv_1 18%, sky130_fd_sc_hd__a21oi_1 9.4%, sky130_fd_sc_hd__and4_1 8.2%, sky130_fd_sc_hd__nor2b_1 5.9%.

Yosys stat counts 16 cells in the synthesized netlist. The largest combinational cell category by area is adder cells. The warning count from the yosys run is 1. sky130_fd_sc_hd__inv_1 is the most common cell in the netlist.

The commonest cells after synthesis are 5 x sky130_fd_sc_hd__inv_1, 4 x sky130_fd_sc_hd__ha_1, 2 x sky130_fd_sc_hd__a21oi_1. The summed standard-cell area reported by yosys is 106 um2. The basic-gate share of the synthesized area counting and, or, nand and nor cells is 21.2%. The post-synthesis sequential area ratio is 0%.

GRT
The number of global-route vias before repair is 121. The total routing resource utilization after global routing is 1.15%. The maximum number of pins on one net before global-route repair is 4. The remaining global-route overflow is 0. The initial antenna violation count is 0.

The first global-routing pass estimated 579 um of wire.

Detailed routing
The total routed wirelength is 409 um. The script logs the ratio of routed vias to standard cells as 1.88. The number of vias in the routed layout is 137. In the routed netlist, the antenna diode instances number 0. The DRC violations left is 0. In this run the remaining antenna-violating nets after routing total 0.

For this run, the detailed router's first-pass iteration total came to 1. TritonRoute output was used to compute an average wire per cell of 5.60 um. After the first detailed-routing iteration, the DRC count stood at 0.

Floorplan
The area of the core is 0.00342 mm2. Per the OpenROAD floorplan log, the area of the die is 0.00640 mm2. According to the floorplan report, the die height is 80 um.

The floorplan row count is 21. The horizontal die dimension reported for this design is about 80 um. The number of top-level pins is 11.

The core utilization at floorplan is 3.11%.

Power and ir drop
The ratio of total power to cell area is between 150 and 200 mW/mm2. The combinational fraction of design power is roughly 100%. VDD sags by at most 0.0000172 V. Per report_power, the clock group accounts for 0% of the total. In the power breakdown, the internal column shows 0.0000300 W.

The switching portion of total power comes to 38.5%. The net switching power is 0.0000188 W. The flow reports that sequential cells draw 0% of the design power.

The leakage power figure is between 0.1 and 0.15 nW.

Worst setup path
The worst path required time is 1440 ps. The worst setup path is launched from a primary input. The number of buffer and inverter stages on the critical path is 2. STA classifies the critical path endpoint as an output pin. The category of the most critical setup path is in -> out. The cell family contributing the most delay on the critical path is buffers and inverters. Among all stages on the critical path, the maximum delay recorded is 260 ps.

The critical path goes through dlygate4sd2_1 > ha_4 > a21oi_1 > o21ai_1 > nor2b_2 > buf_2. Data arrives at the worst endpoint at ~1300 ps. For this design, the slowest cell found on the critical path is sky130_fd_sc_hd__dlygate4sd2_1.

The highest net fanout along the worst path is 3.

Final layout
In the final layout, the share of cells above drive strength 1 is between 20% and 30%. Summing all flip-flop and latch instances after layout gives 0 um2. The flop count is 0.

The area of combinational cells with multiple inputs is 119 um2. Compared with the post-synthesis result, the final layout area differs by 168%. The final layout report lists a filler cell count of between 400 and 500.

The number of clock buffers in the layout is 0.

Place
The routability-driven placement congestion ratio is 0.706. The count of port buffers added during placement is 11. For this run the detailed placement stage logged an HPWL of 380 um.

Worst hold path
Note that the worst hold path type here is in -> out.

Flow run
The number of OpenROAD warnings is 32. The max-cap check violation count is 0.

Run status
The run finished with clean final reports.
==> stage by stage <==
| stage | cells | power [W] | instance area, um2 | utilization, % | worst slack [ps] |
|---|---|---|---|---|---|
| 6_report | 73 | 0.0000488 | 285 | 8.35 | 113 |
| 5_1_grt | 73 | 0.0000560 | 285 | 8.35 | 22.4 |
| 4_1_cts | 73 | 0.0000488 | 283 | 8.28 | 114 |
| 3_5_place_dp | 73 | 0.0000532 | 274 | 8.02 | -539 |
| 3_3_place_gp | 73 | 0.0000529 | 274 | 8.02 | -522 |
| 2_1_floorplan | 16 | 0.0000171 | 106 | - | 462 |
==> metal layers <==
layer / vias to the layer above / GRT usage [%] / wire length, um
li1: 74 / - / -
met1: 57 / 1.19 / 141
met2: 6 / 2.17 / 198
met3: 0 / 0.568 / 70
met4: 0 / 0 / 0
met5: - / 0 / 0
==> final cells by class <==
cell class | count | share of cell area (%)
repair buffers | 11 | 31.6
multi-input cells | 11 | 41.7
well taps | 46 | 20.2
inverters | 5 | 6.58
==> placed cells by master, fill, tap and decap left out <==
| master | instances |
|---|---|
| sky130_fd_sc_hd__inv_2 | 2 |
| sky130_fd_sc_hd__dlygate4sd2_1 | 8 |
| sky130_fd_sc_hd__a21oi_1 | 1 |
| sky130_fd_sc_hd__and4_1 | 1 |
| sky130_fd_sc_hd__clkdlybuf4s15_1 | 1 |
| sky130_fd_sc_hd__ha_4 | 2 |
| sky130_fd_sc_hd__buf_2 | 2 |
| sky130_fd_sc_hd__nor2_1 | 1 |
| sky130_fd_sc_hd__inv_1 | 3 |
| sky130_fd_sc_hd__nor2b_2 | 1 |
| sky130_fd_sc_hd__o21ai_1 | 1 |
| sky130_fd_sc_hd__a21oi_2 | 1 |
| sky130_fd_sc_hd__ha_1 | 2 |
| sky130_fd_sc_hd__nand2_1 | 1 |
==> repair_timing <==
item	CTS	global route
resized	21	1
setup endpoints to repair	3	1
hold buffers	0	0
pin swaps	5	0
buffers inserted	0	0
==> power by group through the flow <==
| stage | registers [W] | clock network [W] | logic, W |
|---|---|---|---|
| finish | 0 | 0 | 0.0000488 |
| global route | 0 | 0 | 0.0000560 |
| CTS | 0 | 0 | 0.0000488 |
==> kinds of logic (layout without fill, tap and decap cells) <==
| family | count (synthesis) | after routing |
|---|---|---|
| buf+inv | 5 | 16 |
| fa+ha+maj | 4 | 4 |
| simple gates | 4 | 4 |
| compound gates | 3 | 3 |
==> path summary, 6_finish.rpt <==
path | slack (ps) | depth (start not counted) | start | endpoint
worst max-delay path | 110 | 6 | ComparisonReference[3] | G
worst min-delay path | 1340 | 6 | ComparisonReference[2] | L
Power and IR drop assume default switching activity.
