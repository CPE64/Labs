**flow/run.sh**
```bash
#!/bin/bash
# OpenROAD 26Q1-2900-gdf79404cd8, Yosys 0.63+post, stock flow scripts
make -C /OpenROAD-flow-scripts/flow DESIGN_CONFIG=/design/flow/config.mk WORK_HOME=/design/flow/orfs finish
```
**flow/config.mk**
```make
export PLATFORM = sky130hd
export DESIGN_NAME = HDL595ShiftRegister
export DESIGN_NICKNAME = HDL595ShiftRegister
export VERILOG_FILES = /design/flow/design.v
export SDC_FILE = /design/flow/constraint.sdc
export NUM_CORES = 4
export LEC_CHECK = 1
export CORE_AREA = 10 10 70 70
export DIE_AREA = 0 0 80 80
```
**flow/constraint.sdc**
```tcl
current_design HDL595ShiftRegister

set clk_period 1.0
set clk_io_pct 0.2

create_clock -name clk0 -period $clk_period [get_ports {SerialDataClock}]
create_clock -name clk1 -period $clk_period [get_ports {StorageRegisterClock}]

set non_clock_inputs [all_inputs -no_clocks]
set_input_delay [expr $clk_period * $clk_io_pct] -clock clk0 $non_clock_inputs
set_output_delay [expr $clk_period * $clk_io_pct] -clock clk0 [all_outputs]
```
**flow/design.v**
```verilog
module HDL595ShiftRegister(
  input                 nMasterReclear,
  input                 SerialDataInput,
  input                 SerialDataClock,
  input                 StorageRegisterClock,
  output  reg   [7:0]   q,
  output  wire          SerialDataOutput
);
reg   [7:0]      inputReg;
assign SerialDataOutput = inputReg[0];
always@ (posedge SerialDataClock)
  begin
    inputReg[0] <= inputReg[1];
    inputReg[1] <= inputReg[2];
    inputReg[2] <= inputReg[3];
    inputReg[3] <= inputReg[4];
    inputReg[4] <= inputReg[5];
    inputReg[5] <= inputReg[6];
    inputReg[6] <= inputReg[7];
    inputReg[7] <= SerialDataInput;
  end
  always@ (posedge StorageRegisterClock or negedge nMasterReclear)
    begin
      if(nMasterReclear == 0) q[7:0] = 0;    
      else
        begin
          q[0] <= inputReg[0];
          q[1] <= inputReg[1];
          q[2] <= inputReg[2];
          q[3] <= inputReg[3];
          q[4] <= inputReg[4];
          q[5] <= inputReg[5];
          q[6] <= inputReg[6];
          q[7] <= inputReg[7];
        end
    end
endmodule
```
==> run notes <==
The layout was made with Yosys and OpenROAD.

According to the report, the first pass of detailed routing completed in 2 iterations. The area of the core region is 3420 sq um. The detailed router reported a total wirelength of 657 microns. The yosys-reported design area after synthesis is 360 sq um. The clock tree from TritonCTS is done.

The number of buffer cells added on primary ports is 11. In this run the worst path has a maximum fanout of 2. The number of sinks handled by clock tree synthesis is 16. The number of enable-type register cells in the synthesized netlist is 0. The DRC violation total left in the routed layout is recorded as 0.

The final hold violation count recorded for this run is 0. The starting density of the core is 10.5%. In the post-synthesis netlist, the biggest area contributors are sky130_fd_sc_hd__dfrtp_1 56%, sky130_fd_sc_hd__dfxtp_1 44%.

Dividing the detail-routed via count by the number of cells gives 2.25. The synthesized flop and latch total is 16. The startpoint type of the worst setup path is a register. Entering global routing, the biggest net connects 9 pins. Looking at the cell usage after synthesis, the top flip-flop cell is sky130_fd_sc_hd__dfxtp_1.

The final global-route overflow total is 0. Across all hold checks on the routed design, the worst slack comes to 222 ps. For reference, the top cells by count after synthesis are 8 x sky130_fd_sc_hd__dfrtp_1, 8 x sky130_fd_sc_hd__dfxtp_1.

The report lists the cells along the critical path as clkdlybuf4s15_1. The run finished with clean final reports. The number of warning messages in the yosys log is 1.

The number of distinct library cells after synthesis is 2. The post-synthesis cell count is 16. According to the timing report, the arrival time at the worst endpoint equals 720 ps. For this run, asynchronously set or reset flops after synthesis account for 50.0%. The relative slew slack is 77.1%. The number of max-capacitance violations reported is 0. The clock-pin slew on the worst setup and hold paths is 50 ps.

The maximum cell stage delay along the critical path is 310 ps. According to the floorplan report, the total die area is 6400 sq um. The routed wirelength normalized by instance count is 8.32 microns. The I/O pin total is 13. The average cell area after synthesis is 22.5 sq um. The final setup violation count is 0. The synthesis-to-layout area growth is 48.3%. Sorting the Yosys area breakdown by cell type puts at the top sky130_fd_sc_hd__dfrtp_1.

The row count is 21. The peak supply drop is 0.537 mV. Measured along the y axis, the die boundary spans 80 microns. The number of warning messages in the logs is 26. The sum of negative setup slack is 0 ps.

The most critical min-delay path falls under primary input to async pin. The via count of the first global-routing pass was 214. The number of setup buffers added after CTS is 0. Per the layout area report, the combinational gate area comes to 0 sq um. Per the synthesis report, the single largest cell type by area occupies 55.6% of cell area.

The pin closest to its max-slew limit shows a slew of 342 ps. The leakage component of the power was reported as 0.234 nW. From left edge to right edge, the die measures 80 microns. The required time of the worst setup path is 800 ps. The endpoint kind of the worst setup timing path is an output pin. For this design, Yosys synthesis ends with a cell count of 16. The post-synthesis cell area is 360 sq um.

The final antenna diode tally reported by the flow is 0. The number of buffers and inverters on the critical path is 1. The number of filler instances in the final layout is 395. The total of hold buffers inserted after clock tree synthesis is 0. The routability-driven placement congestion ratio is 0.654.

The detailed router placed 178 vias in this run. The residual antenna-violating net count after detailed routing is 0. The maximum clock skew at final layout is 0.267 ps. The first global-routing pass estimated 1080 microns of wire. Of the cells placed in the final design, the portion with a size suffix greater than 1 is 45.5%. The share of the yosys chip area belonging to registers is 100%. The multi-input combinational gate total is 0. The overall global routing resource usage is 2.27%. Looking at the critical path, the single cell with the biggest stage delay is sky130_fd_sc_hd__dfxtp_2. The top cell family by delay on the critical path is flip-flops. The initial antenna violation count was 0. The report lists the power per cell area as 2200 nW/um^2. The number of max-slew violations in the final report is 0. Setup repair after global routing left no endpoint under its margin. The DRC marker count from the first detailed-route iteration is 2. The setup path with the least slack is of type register to output pin.
-- layer usage --
layer	vias up	global-route usage, %	part of all wire, %	wire length [microns]
met4	0	1.76	5.3	35
li1	85	-	-	-
met3	2	1.59	4.9	32
met1	84	1.93	38	248
met5	-	0	0	0
met2	7	3.61	52	339
-- power breakdown --
group	leakage (nW)	switching [mW]	internal [mW]
Clock	0.0276	0.183	0.272
Combinational	0.0454	0.00976	0.0195
Sequential	0.161	0.0108	0.678
-- timing repair --
item                       4_1_cts  5_1_grt
hold endpoints to repair         0        0
resized                         20        7
setup endpoints to repair        9        7
-- sequential cells by signal (all words and copies together), names as in the netlist --
register,count
inputReg,8
q,8
-- cell type report --
cell class            count  area [sq um]  area share, %
Sequential cell          16           362           67.7
Tap cell                 46          57.6           10.8
Timing Repair Buffer     11          70.1           13.1
Clock buffer              6          45.0           8.43
-- layout by cell type (no fill, tap or decap), drive strengths merged --
master	count
dfxtp	8
buf	1
clkbuf	13
dfrtp	8
clkdlybuf4s50	2
clkdlybuf4s15	1
-- final timing paths --
| check | startpoint | end | slack [ps] | cells past startpoint |
|---|---|---|---|---|
| worst min-delay path | nMasterReclear | q[5]$_DFF_PN0_ | 220 | 1 |
| min in group clk1 | inputReg[6]$_DFF_P_ | q[6]$_DFF_PN0_ | 330 | 0 |
| max in group clk1 | inputReg[3]$_DFF_P_ | q[3]$_DFF_PN0_ | 580 | 0 |
| worst min register to register | inputReg[6]$_DFF_P_ | q[6]$_DFF_PN0_ | 330 | 0 |
| worst max-delay path | inputReg[0]$_DFF_P_ | SerialDataOutput | 80 | 1 |
| max in group asynchronous | nMasterReclear | q[0]$_DFF_PN0_ | 520 | 1 |
| min in group clk0 | inputReg[1]$_DFF_P_ | inputReg[0]$_DFF_P_ | 340 | 0 |
| worst max register to register | inputReg[3]$_DFF_P_ | inputReg[2]$_DFF_P_ | 580 | 0 |
-- through the flow --
step / setup slack (ps) / total power, mW / instances / instance area, sq um / utilization (%)
6_report: 83.0 / 1.17 / 79 / 534 / 15.6
5_1_grt: 24.0 / 1.25 / 79 / 534 / 15.6
4_1_cts: 0.0164 / 1.21 / 79 / 569 / 16.7
3_5_place_dp: 5.42 / 0.750 / 73 / 528 / 15.5
3_3_place_gp: 9.00 / 0.750 / 73 / 528 / 15.5
2_1_floorplan: 488 / 0.693 / 16 / 360 / -
-- cell families (layout without fill, tap and decap cells) --
| group | Yosys count | after routing | share of synthesized area (%) |
|---|---|---|---|
| buffers and inverters | 0 | 17 | 0 |
| flip-flops | 16 | 16 | 100 |
No activity file was given, so power comes from the tool's default toggle rates.
